==> flow/design.v <==
module MMC3 # (parameter USE_CHR_RAM = 1)
(
	output led,
	input	m2,
	input romsel,
	input cpu_rw_in,
	output reg [18:12] cpu_addr_out,
	input [14:0] cpu_addr_in,
	input [7:0] cpu_data_in,
	output cpu_wr_out,
	output cpu_rd_out,
	output cpu_flash_ce,
	output cpu_sram_ce,
	input ppu_rd_in,
	input ppu_wr_in,
	input [13:10] ppu_addr_in,
	output reg [18:10] ppu_addr_out,
	output ppu_rd_out,
	output ppu_wr_out,
	output ppu_flash_ce,
	output ppu_sram_ce,
	output ppu_ciram_a10,
	output ppu_ciram_ce,
	output reg irq
);
	reg [2:0] bank_select;
	reg prg_mode;
	reg chr_mode;
	reg [7:0] r [0:7];
	reg mirroring;
	reg [7:6] ram_protect;
	reg [7:0] irq_latch;
	reg [7:0] irq_counter;
	reg [2:0] a12_low_time;
	reg irq_reload;
	reg irq_reload_clear;
	reg irq_enabled;
	reg irq_value;
	reg irq_ready;
	assign cpu_wr_out = cpu_rw_in || ram_protect[6];
	assign cpu_rd_out = ~cpu_rw_in;
	assign cpu_flash_ce = romsel;
	assign cpu_sram_ce = !(cpu_addr_in[14] && cpu_addr_in[13] && m2 && romsel && ram_protect[7]);
	assign led = ~romsel;
	assign ppu_rd_out = ppu_rd_in;
	assign ppu_wr_out = ppu_wr_in;
	assign ppu_sram_ce = USE_CHR_RAM ? ppu_addr_in[13] : 1'b1;
	assign ppu_flash_ce = USE_CHR_RAM ? 1'b1 : ppu_addr_in[13];
	assign ppu_ciram_ce = !ppu_addr_in[13];
	assign ppu_ciram_a10 = mirroring ? ppu_addr_in[11] : ppu_addr_in[10];
	initial
	begin
		irq_enabled = 0;
		irq_ready = 0;
	end
	always @ (posedge romsel)
	begin
		if (cpu_rw_in == 0)
		begin
			case ({cpu_addr_in[14:13], cpu_addr_in[0]})
				3'b000: begin   
					bank_select <= cpu_data_in[2:0];
					prg_mode <= cpu_data_in[6];
					chr_mode <= cpu_data_in[7];
				end
				3'b001: r[bank_select] <= cpu_data_in;  
				3'b010: mirroring <= cpu_data_in[0];  
				3'b011: ram_protect <= cpu_data_in[7:6];  
				3'b100: irq_latch <= cpu_data_in;  
				3'b101: irq_reload <= 1;  
				3'b110: irq_enabled <= 0;  
				3'b111: irq_enabled <= 1;  
			endcase
		end
		if (irq_reload_clear)
			irq_reload <= 0;
	end
	always @ (*)
	begin
		case ({cpu_addr_in[14:13], prg_mode})
			3'b000: cpu_addr_out[18:13] <= r[6][5:0];
			3'b001: cpu_addr_out[18:13] <= 6'b111110;
			3'b010,
			3'b011: cpu_addr_out[18:13] <= r[7][5:0];
			3'b100: cpu_addr_out[18:13] <= 6'b111110;
			3'b101: cpu_addr_out[18:13] <= r[6][5:0];
			default: cpu_addr_out[18:13] <= 6'b111111;
		endcase
		cpu_addr_out[12] <= cpu_addr_in[12];
	end
	always @ (*)
	begin
		if (ppu_addr_in[12] == chr_mode)		
			ppu_addr_out[17:10] <= {r[ppu_addr_in[11]][7:1], ppu_addr_in[10]};
		else
			ppu_addr_out[17:10] <= r[2+ppu_addr_in[11:10]];
		ppu_addr_out[18] <= 0;
	end
	always @ (*)
	begin
		if (!irq_enabled)
		begin
			irq_ready = 0;
			irq <= 1'bZ;
		end else if (irq_enabled && !irq_value)
			irq_ready = 1;
		else if (irq_ready && irq_value)
			irq <= 1'b0;
	end
	always @ (posedge ppu_addr_in[12])
	begin
		if (a12_low_time == 3)
		begin
			if ((irq_reload && !irq_reload_clear) || (irq_counter == 0))
			begin
				irq_counter = irq_latch;
				if (irq_reload) irq_reload_clear <= 1;
			end else
				irq_counter = irq_counter-1;
			if (irq_counter == 0 && irq_enabled)
				irq_value = 1;
			else
				irq_value = 0;
		end
		if (!irq_reload) irq_reload_clear <= 0;		
	end
	always @ (posedge m2, posedge ppu_addr_in[12])
	begin
		if (ppu_addr_in[12])
			a12_low_time <= 0;
		else if (a12_low_time < 3)
			a12_low_time <= a12_low_time + 1;
	end
endmodule
==> flow/run.sh <==
#!/bin/bash
# OpenROAD 26Q1-2900-gdf79404cd8, Yosys 0.63+post, stock flow scripts
make -C /OpenROAD-flow-scripts/flow DESIGN_CONFIG=/design/flow/config.mk WORK_HOME=/design/flow/orfs finish
==> flow/config.mk <==
export PLATFORM = sky130hd
export DESIGN_NAME = MMC3
export DESIGN_NICKNAME = MMC3
export VERILOG_FILES = /design/flow/design.v
export SDC_FILE = /design/flow/constraint.sdc
export NUM_CORES = 4
export LEC_CHECK = 1
export CORE_UTILIZATION = 30
==> flow/constraint.sdc <==
current_design MMC3

set clk_period 5.1
set clk_io_pct 0.2

create_clock -name clk0 -period $clk_period [get_ports {m2}]
create_clock -name clk1 -period $clk_period [get_ports {ppu_addr_in}]
create_clock -name clk2 -period $clk_period [get_ports {romsel}]

set non_clock_inputs [all_inputs -no_clocks]
set_input_delay [expr $clk_period * $clk_io_pct] -clock clk0 $non_clock_inputs
set_output_delay [expr $clk_period * $clk_io_pct] -clock clk0 [all_outputs]
==> run notes <==
Summary of implementation figures.

Power and ir drop
The power density normalized to cell area is 643 nW/um^2. Per the OpenROAD power report, leakage power amounts to 1.29 nW. Summing internal, switching and leakage power gives 2.37 mW.

The highest ir drop seen on vdd is 0.000312 V.

Hold path
The type of the worst min-delay path is reg -> reg. The hold path startpoint is bank_select[2].

Timing
Across all checked pins, the minimum headroom to the slew limit is 43.4%. Setup repair after global routing left no endpoint under its margin. The slew at the pin closest to its max-slew limit is 0.846 ns.

Hold-check failures listed in the final report amount to 0. After routing, the total negative slack on setup checks comes to 0 ns. The critical path in the final layout is reported with a setup slack of 0.288 ns.

The setup violation total in the final timing report is 0. The final worst clock skew is 0.00792 ns. The number of pins with negative max-slew slack in the final report is 0.

Final layout
The top cell types in the final layout, fill and taps aside, are sky130_fd_sc_hd__edfxtp_1 (66), sky130_fd_sc_hd__clkdlybuf4s50_1 (34), sky130_fd_sc_hd__clkbuf_8 (30), sky130_fd_sc_hd__nand2_1 (17), sky130_fd_sc_hd__mux2i_1 (14). Cells with a size suffix above 1 make up 19.3% of the layout. The final layout report lists a filler cell count of 785. The most common cell after layout, fill and taps aside is sky130_fd_sc_hd__edfxtp_1. In this run the layout overhead on the synthesized area is reported as 36.5%. The final standard cell area without fillers is 3690 um^2.

Yosys
The synthesized design contains 66 enable-type register cells. Once synthesis finished, the tally of register bits stood at 66. The most used flip-flop cell after synthesis is sky130_fd_sc_hd__edfxtp_1. The synthesized netlist was found by Yosys to have 178 cells. The number of synthesis warnings is 2.

The register share after synthesis is 73.4%. The average instance in the mapped netlist occupies 15.2 um^2. Per the post-synthesis report, the number of cells in the design is 178. The proportion of synthesized flip-flops having asynchronous set or reset is 0%. The summed standard-cell area reported by yosys is 2700 um^2. Counting distinct cell types in the post-synthesis netlist gives 29. The combined area of all synthesized cells is 2700 um^2.

Floorplanning
The full die area is 9380 um^2. In this run the horizontal extent of the chip is 96.9 um. The placeable core region is 8720 um^2. The die extent in y is 96.9 um.

The initial core utilization is 31.0%. After floorplanning, the core was divided into 34 placement rows. The top-level I/O count is 60.

Worst setup path
The launch point of the worst reg-to-reg path is bank_select[1]. In this run the worst setup path begins at ppu_addr_in[12]. The library cell appearing most often on the critical path is sky130_fd_sc_hd__clkbuf_8. The worst setup path is launched from a clock port. The library cell contributing the largest single delay on the critical path is sky130_fd_sc_hd__clkdlybuf4s50_1.

The critical path buffer and inverter count is 3. At the worst endpoint, the arrival time is 3.79 ns. The delay of the slowest cell on the worst path is 0.47 ns.

The critical path goes through xor2_2 > clkbuf_8 > clkbuf_8 > nand3b_1 > o21ai_0 > a21oi_2 > clkdlybuf4s50_1. STA classifies the critical path endpoint as a primary output. The family with the most delay on the worst path is buffers and inverters. Looking at the critical path, the highest net fanout was 8. The worst setup slack for register-to-register paths is 3.44 ns.

The critical setup path kind is clk -> out. The required time at the endpoint of the critical path is 4.08 ns.

Flow run
Warnings raised by the tools during the run amount to 178. The report counts max-capacitance violations totalling 0.

Place
The congestion estimate from routability-driven global placement came to 0.759. The placed wire-length estimate after detailed placement is 3020 um. The quantity of I/O buffers inserted on ports is 34.

The post-detailed-placement cell area is 3090 um^2. The worst-case setup slack after placement is 0.140 ns.

Clocking
In this run the post-CTS setup repair buffer count came out at 0. On the worst setup and hold paths after CTS, the clock-pin slew comes to 0.07 ns. The TritonCTS clock tree is yes. The number of hold-repair buffers added at the cts stage is 0. Post-CTS repair changed the size of 0 cells.

Drt
The sum of routed wire length over all layers is 5230 um. TritonRoute reported its final design rule violation total as 0. The first routing iteration left 56 violations. In the final routed layout, each cell accounts on average for 14.9 um. The final route contains 1673 vias. The routed design shows a via density per instance of 4.77. Once detail routing completed, the nets flagged for antenna violations numbered 0. The final antenna diode tally reported by the flow is 0.

The iteration count recorded for the first detailed-route pass is 4.

Run status
The run finished with clean final reports.

Global route
The global-route wire length before repair is 8350 um. The global routing report lists combined usage of all routing layers as 12.6%. Entering global routing, the biggest net connects 13 pins. The total congestion overflow after global routing is 0. The via count of the first global-routing pass is 2192. The number of antenna violations at the first check in global routing is 0.
state kept, by name, indices dropped and copies added (netlist names):
| signal | count |
|---|---|
| r | 58 |
| bank_select | 3 |
| ram_protect | 2 |
| chr_mode | 1 |
| mirroring | 1 |
| prg_mode | 1 |
area by class of cell:
class	count	area (um^2)	share of cell area [%]
flip-flops and latches	66	1980	53.8
clock buffers	47	564	15.3
well taps	108	135	3.67
inverters	1	3.75	0.102
multi-input cells	95	596	16.2
repair buffers	23	223	6.04
clock inverters	11	183	4.96
synthesized netlist by cell type (all sizes together), types with 2 or more instances:
library cell | n | share of area [%]
buf | 13 | 3.9
clkbuf | 2 | 0.32
conb | 2 | 0.28
edfxtp | 66 | 73
inv | 3 | 0.42
mux2i | 14 | 5.2
nand2 | 17 | 2.4
nand2b | 5 | 1.2
nand3 | 2 | 0.37
nor2 | 9 | 1.3
nor3 | 5 | 0.93
o211ai | 8 | 2.4
o21ai | 17 | 3.2
o22a | 5 | 1.6
cells by family after synthesis:
kind of cell,after synthesis,synth area share [%]
buffers and inverters,18,4.68
xor gates and xnor gates,1,0.603
AOI/OAI and AO/OA,32,7.92
DFF,66,73.4
other,2,0.278
and+or+nand+nor,44,7.51
muxes,15,5.61
metal layers:
layer,global-route usage [%],routed length (um),up-vias
met2,14.0,2350,101
li1,-,-,773
met4,12.9,243,0
met5,0,0,-
met1,11.6,1970,770
met3,13.5,665,29
where the power goes:
part / switching (mW) / internal, mW
Sequential: 0.00158 / 0.600
Combinational: 0.0157 / 0.0170
Clock: 0.546 / 1.19
final timing paths:
path	end	cells past startpoint
max reg2reg	r[5][7]	2
max	ppu_addr_out[10]	7
min	r[0][2]	2
min in group clk0	cpu_sram_ce	3
min reg2reg	r[0][2]	2
max in group clk2	r[4][3]	5
worst register-to-register path, cell delays in order (launching register included):
cell and delay [ns]:
sky130_fd_sc_hd__edfxtp_1 0.44, sky130_fd_sc_hd__nand2b_1 0.19, sky130_fd_sc_hd__nor2_1 0.66
stage by stage:
stage               utilization (%)  hold WS (ns)  cells
floorplan                         -         0.695    179
global placement               35.4         0.789    309
detailed placement             35.4         0.802    309
CTS                            42.3         0.808    351
global route                   42.3         0.834    351
finish                         42.3         0.811    351
Power and IR drop assume default switching activity.
